$ cat ./config.mk
export PLATFORM = sky130hd
export DESIGN_NAME = Comparator_4_bit
export DESIGN_NICKNAME = Comparator_4_bit
export VERILOG_FILES = /design/flow/design.v
export SDC_FILE = /design/flow/constraint.sdc
export NUM_CORES = 4
export LEC_CHECK = 1
export CORE_AREA = 10 10 70 70
export DIE_AREA = 0 0 80 80
$ cat ./constraint.sdc
current_design Comparator_4_bit

set clk_period 2.2
set clk_io_pct 0.2

create_clock -name clk0 -period $clk_period

set non_clock_inputs [all_inputs -no_clocks]
set_input_delay [expr $clk_period * $clk_io_pct] -clock clk0 $non_clock_inputs
set_output_delay [expr $clk_period * $clk_io_pct] -clock clk0 [all_outputs]
$ cat ./design.v
`timescale 1ns / 1ps
module Comparator_4_bit(
    input [3:0]A,
    input [3:0]B,
    output Less, output Greater, output Equal);
    assign Less = A < B;
    assign Greater = A > B;
    assign Equal = (A == B);
endmodule
$ cat ./run.sh
#!/bin/bash
# OpenROAD 26Q1-2900-gdf79404cd8, Yosys 0.63+post, stock flow scripts
make -C /OpenROAD-flow-scripts/flow DESIGN_CONFIG=/design/flow/config.mk WORK_HOME=/design/flow/orfs finish
==> flow_summary.yaml <==
# synthesis and place-and-route metrics
synth:
  yosys_area_um2: 129
  synth_seq_share: 0
  ys_cells: 16
  yosysWarnings: 0
  area_leaders: "ha_1, o21bai_4, inv_1, nor2b_4, a21oi_2"
  syn_area_per_cell_um2: 8.05
  postSynthCellCount: 16
  yosysUniqueCellTypes: 9
  largest_area_cell: "ha_1"
  synth_area_um2: 129
  top_cell_area_share: 0.388
placement:
  portBuffers: 11
  gp_congestion: 0.599
  hpwlAfterDp_um: 461
  place_inst: 73
worst_setup_path:
  crit_fanout: 2
  cpLargestDelayFamily: "buffers and inverters"
  path_cells: "clkdlybuf4s50_1 -> ha_2 -> nor2b_4 -> o21bai_4 -> buf_4 -> a21oi_2 -> buf_2"
  cp.required_ns: 1.76
  cp-start-kind: "primary input"
  critical-path-max-stage-delay_ns: 0.40
  cp_slowest_cell: "clkdlybuf4s50_1"
  crit_buf_inv: 3
  worstSetupEndpointType: "primary output"
  cp_num_cells: 7
  criticalPathCategory: "primary input to primary output"
  crit_arrival_ns: 1.59
hold_path:
  hold_end: "Greater"
  hold_depth: 5
  min-delay-start: "A[2]"
  hp-class: "primary input to primary output"
final_timing:
  rsz0062_at_grt: "false"
  maxClockFrequency_mhz: 492
  post-route-period-util: 0.924
  relSlewSlack: 0.914
  slew_violations: 0
  tightestPinTransition_ns: 0.128
  period_minus_slack_ns: 2.03
  hold_viol_final: 0
  final-setup-viol-count: 0
  finalSetupTns_ns: 0
power:
  switchingPower_mw: 0.0213
  power.density_nw_per_um2: 169
  clkPwrFrac: 0
  leakagePower_nw: 0.158
  internal-power_mw: 0.0354
  switching_share: 0.376
  seqPwrFrac: 0
  ir_drop_v: 0.0000222
  comb_power_share: 1.000
floorplanning:
  rows: 21
  chipArea_um2: 6400
  core_um2: 3420
  die_w_um: 80
  die_y_um: 80
  floorplan.core_util: 0.0377
  ios: 11
run_status:
  status: "complete, no violations"
grt:
  grt_max_degree: 3
  first_global_vias: 149
  grtUsageTotal: 0.0143
  overflow: 0
  grt_pass1_wl_um: 738
  antenna_found_initial: 0
drt:
  met3WireLength_um: 97
  ant_nets: 0
  viasPerCell: 2.04
  routed_wl_um: 519
  wl_met2_um: 220
  antenna_cells: 0
  dr.pass1.iters: 1
  route.detailed.drc: 0
  vias: 151
  topRoutingLayerUsed: "met3"
  wl_per_cell_um: 7.01
  met1_length_um: 200
  drtIter0Drc: 0
flow_run:
  tool_warnings: 32
  maxCapViolations: 0
layout:
  ff_latch_area_um2: 0
  n_fill_cell: 410
  clock_buffers: 0
  drive_above_1_share: 0.464
  areaGrowthSynthToFinish_pct: 160
  final_cells: 74
  ff_count: 0
clock_network:
  ctsHoldBuffers: 0
cells in the final DEF, fill, tap and decap left out:
cell             instances
dlygate4sd2_1            6
dlymetal6s2s_1           3
inv_2                    2
inv_1                    2
a21oi_2                  2
ha_4                     2
nor2b_4                  1
nand2_2                  1
o21bai_4                 1
and2_1                   1
nand2_1                  1
nor2_2                   1
ha_1                     1
ha_2                     1
clkdlybuf4s50_1          1
buf_2                    1
buf_4                    1
layer usage:
| layer | vias to the layer above | track usage |
|---|---|---|
| met2 | 7 | 0.0201 |
| met1 | 69 | 0.0171 |
| met4 | 0 | 0 |
| li1 | 75 | - |
| met5 | - | 0 |
| met3 | 0 | 0.0125 |
power by group through the flow:
stage	sequential [mW]	clock, mW	combinational (mW)
final	0	0	0.0567
after CTS	0	0	0.0582
after global routing	0	0	0.0627
synth_stat cells:
| cell type | number |
|---|---|
| o21bai_4 | 1 |
| ha_1 | 4 |
| nand2_1 | 2 |
| and2_1 | 1 |
| a21oi_1 | 1 |
| inv_1 | 4 |
| nor2b_4 | 1 |
| a21oi_2 | 1 |
| nor2_1 | 1 |
worst max path at each step:
stage,start,to,slack (ns)
6_report,B[0],Greater,0.17
5_1_grt,B[0],Greater,0.09
4_1_cts,A[1],Greater,0.007
metrics by stage:
step	hold WS, ns	total power, mW	instance area, um2	worst slack, ns	util
floorplan	1.11	0.0230	129	0.685	-
global placement	2.08	0.0527	297	-0.341	0.0868
detailed placement	2.08	0.0537	297	-0.345	0.0868
CTS	1.54	0.0582	325	0.00735	0.0952
global route	1.48	0.0627	335	0.0863	0.0982
finish	1.42	0.0567	335	0.166	0.0982
kinds of logic (layout without fill, tap and decap cells):
family,after synthesis,count (layout),synth area share
AOI/OAI and AO/OA,3,3,0.252
adders and majority gates,4,4,0.388
buffers and inverters,4,16,0.116
and+or+nand+nor,5,5,0.243
what timing repair did:
item                                   CTS  global route
endpoints found under the hold margin    0             0
pin swaps                                3             2
gates resized                           17             4
setup endpoints to repair                3             2
buffers inserted                         1             0
area by class of cell:
| class | instances | area, um2 | area share |
|---|---|---|---|
| Inverter | 4 | 15.0 | 0.0448 |
| Multi-Input combinational cell | 12 | 150 | 0.448 |
| Tap cell | 46 | 57.6 | 0.172 |
| Timing Repair Buffer | 12 | 113 | 0.336 |
Power is estimated from default activity; no workload was simulated.
